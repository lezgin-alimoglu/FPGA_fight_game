==> /design/flow/design.v <==
module keypad_controller (
    input clk,
    input rst,
    input [3:0] rows,        
    output reg [3:0] cols,   
    output reg fwd,
    output reg bwd,
    output reg attack,
    output reg up
);
    reg [1:0] col_sel;
    reg [15:0] key_state;
    localparam KEY_LEFT   = 4'd3;   
    localparam KEY_RIGHT  = 4'd7;   
    localparam KEY_ATTACK = 4'd11;   
    localparam KEY_UP     = 4'd15;   
    wire [3:0] curr_col_mask = ~(4'b0001 << col_sel);   
    integer i;
    always @(posedge clk or posedge rst) begin
        if (rst) begin
            cols <= 4'b1111;
            col_sel <= 0;
            key_state <= 16'b0;
            fwd <= 0;
            bwd <= 0;
            attack <= 0;
            up <= 0;
        end else begin
            cols <= curr_col_mask;
            for (i = 0; i < 4; i = i + 1) begin
                key_state[i*4 + col_sel] <= ~rows[i];
            end
            col_sel <= col_sel + 1;
            bwd <= key_state[KEY_LEFT];
            fwd <= key_state[KEY_RIGHT];
            attack <= key_state[KEY_ATTACK];
            up <= key_state[KEY_UP];
        end
    end
endmodule
==> /design/flow/run.sh <==
#!/bin/bash
# OpenROAD 26Q1-2900-gdf79404cd8, Yosys 0.63+post, stock flow scripts
make -C /OpenROAD-flow-scripts/flow DESIGN_CONFIG=/design/flow/config.mk WORK_HOME=/design/flow/orfs finish
==> /design/flow/config.mk <==
export PLATFORM = sky130hd
export DESIGN_NAME = keypad_controller
export DESIGN_NICKNAME = keypad_controller
export VERILOG_FILES = /design/flow/design.v
export SDC_FILE = /design/flow/constraint.sdc
export NUM_CORES = 4
export LEC_CHECK = 1
export CORE_AREA = 10 10 71 71
export DIE_AREA = 0 0 81 81
==> /design/flow/constraint.sdc <==
current_design keypad_controller

set clk_period 1.7
set clk_io_pct 0.2

create_clock -name clk0 -period $clk_period [get_ports {clk}]

set non_clock_inputs [all_inputs -no_clocks]
set_input_delay [expr $clk_period * $clk_io_pct] -clock clk0 $non_clock_inputs
set_output_delay [expr $clk_period * $clk_io_pct] -clock clk0 [all_outputs]
==> flow_summary.toml <==
# generated from flow reports
[floorplanning]
dieWidth_um = 81
core_area_um2 = 3633
fp-row-count = 22
die_y_um = 81
initCoreUtil = 0.1512
dieArea_um2 = 6561
num_io_pins = 14

[synth]
synth_seq_share = 0.6469
syn-instance-count = 39
yosys_cells = 39
netlist_area_um2 = 549.3
ys_ff = 14
syn_area_per_cell_um2 = 14.08
yosysUniqueCellTypes = 13
yosys_warnings = 1
ys_area_um2 = 549.3

[power]
peakVddDrop_mv = 0.2583
p_leak_nw = 0.3451
p_comb_frac = 0.052
p_total_mw = 0.6977
clkPwrFrac = 0.451
cellPowerDensity_nw_per_um2 = 878.1
switching_share = 0.1796
p_switching_mw = 0.1253
pwr-share-seq = 0.497
p_int_mw = 0.5724

[detailed_routing]
wl_per_cell_um = 9.490
routed_wl_um = 987
ant_nets = 0
drc = 0
antenna_cells = 0
first_iter_violations = 19
via_count = 324
dr.pass1.iters = 2
vias_per_cell = 3.115

[layout]
drive_gt1_frac = 0.1786
areaGrowthSynthToFinish_pct = 44.65
fillCellCount = 394

[setup_path]
critPathMaxFanout = 1
path_delay_family = "flip-flops"
slowest_stage = "dfstp_2"
start_kind = "flop"
arrival_ps = 1220
critPathMaxStageDelay_ps = 510
cp_data_required_time_ps = 1360
path_cells = "clkdlybuf4s50_1"
cp-end-kind = "primary output"
crit_type = "reg -> out"
critical_path_buf_inv_count = 1

[flow_run]
maxCapViolCount = 0
warnings = 29

[sta]
tns_ps = 0
tightest_slew_ps = 497.0
setup_viol = 0
final.min_clock_period_ps = 1558
slew_violations = 0
finalWorstSetupSlack_ps = 141.6
fmax_mhz = 641.7
slew_headroom = 0.6683
rsz0062_at_grt = "no"
skew_ps = 0.6086
timing.final.crit_share = 0.9167
hold_viol = 0

[clock_network]
cts_setup_buffers = 0
post_cts_resized = 0
root_buffer = "clkbuf_8"
cts.sinks = 14
numCtsBuffers = 3
ctsLongestPathBuffers = 2
clk_pin_slew_worst_paths_ps = 50
cts_hold_buf = 0
worstSkewPairLatency_ps = 240
cts_tree = "yes"
cts_htree_levels = 1

[hold_path]
min_path_type = "reg -> reg"

[global_route]
overflow = 0
grt_max_degree = 15
antenna_found_initial = 0
grt_pass1_wl_mm = 1.587
grt.total_usage = 0.03073
grt_pass1_vias = 348

[placed_design]
finalWeightedCongestion = 0.7915
pre_cts_slack_ps = 224.6
portBuffers = 13
hpwl_um = 776.2

[outcome]
status = "complete, no violations"
==> power by group through the flow <==
stage                 Clock [mW]  Combinational [mW]  Sequential [mW]
after CTS                  0.326              0.0374            0.347
after global routing       0.338              0.0400            0.348
final                      0.315              0.0361            0.347
==> stage by stage <==
step	hold slack, ps	area, um^2	utilization	std cells
after floorplan	226.4	549.3	-	39
after detailed placement	360.8	739.5	0.2035	100
after global placement	361.6	739.5	0.2035	100
after global routing	380.0	794.5	0.2187	104
final	372.8	794.5	0.2187	104
after CTS	374.4	794.5	0.2187	104
==> per-layer routing <==
layer  up-vias  track usage  wire [um]
li1        159            -          -
met1       149      0.04025        447
met4         0     0.008651         14
met2        12      0.03742        368
met3         4      0.02450        156
met5         -            0          0
==> synthesized netlist by cell type <==
library cell	n	share of area
ha_1	5	0.11
mux2_2	2	0.041
nand2b_1	1	0.011
o2bb2ai_1	2	0.032
dfstp_2	4	0.19
nand2_1	1	0.0068
o32ai_1	1	0.016
dfrtp_1	10	0.46
and4bb_1	1	0.023
nor2b_1	2	0.023
nor4b_1	1	0.016
inv_1	8	0.055
a211o_1	1	0.016
==> final timing paths <==
check | start | end | slack [ps] | cells after the start
min in group asynchronous | rst | fwd$_DFF_PP0_ | 430 | 2
max reg2reg | col_sel[0]$_DFF_PP0_ | key_state[3]$_DFF_PP0_ | 220 | 4
max | cols[2]$_DFF_PP1_ | cols[2] | 140 | 1
min | key_state[3]$_DFF_PP0_ | bwd$_DFF_PP0_ | 370 | 0
max in group asynchronous | rst | cols[3]$_DFF_PP1_ | 910 | 2
min reg2reg | key_state[3]$_DFF_PP0_ | bwd$_DFF_PP0_ | 370 | 0
==> layout by cell type, fill, tap and decap left out, drive strengths merged <==
cell,instances
clkdlybuf4s50,13
o2bb2ai,2
dfstp,4
and4bb,1
clkbuf,4
o32ai,1
ha,5
nor4b,1
dfrtp,10
mux2,2
nor2b,2
nand2,1
a211o,1
inv,8
nand2b,1
==> final cells by class <==
| type | instances | area (um^2) | share of cell area |
|---|---|---|---|
| Clock buffer | 4 | 55.05 | 0.06929 |
| Inverter | 8 | 30.03 | 0.03780 |
| Multi-Input combinational cell | 17 | 163.9 | 0.2063 |
| Sequential cell | 14 | 355.3 | 0.4472 |
| Tap cell | 48 | 60.06 | 0.07559 |
| Timing Repair Buffer | 13 | 130.1 | 0.1638 |
==> sequential cells by signal, indices dropped and copies added, names as in the netlist <==
name	cells
attack	1
bwd	1
col_sel	2
cols	4
fwd	1
key_state	4
up	1
==> kinds of logic (layout without fill, tap and decap cells) <==
kind of cell,after synthesis,count (layout),synth area share
multiplexers,2,2,0.04100
AND-OR/OR-AND,4,4,0.06379
AND/OR/NAND/NOR,6,6,0.07972
adder cells (fa/ha/maj),5,5,0.1139
flip-flops,14,14,0.6469
buffers and inverters,8,25,0.05467
==> worst reg2reg max path: cells and delay by family (launching register included) <==
family | cells | cell delay (ps)
DFF | 1 | 450
adders and majority gates | 1 | 330
AOI/OAI and AO/OA | 1 | 280
and+or+nand+nor | 1 | 190
buffers and inverters | 1 | 110
No activity file was given, so power comes from the tool's default toggle rates.
