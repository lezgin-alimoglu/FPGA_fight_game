==> design.v <==
module game_state (
    input  wire        clk,
    input  wire        rst,
    input  wire        sw0,            
    input  wire        sw1,            
    input  wire        key,            
    input  wire        p1_any_button,  
    input  wire [1:0]  health1,        
    input  wire [1:0]  health2,        
    input  wire [7:0]  time_counter,   
    output reg  [3:0]  state,          
    output reg         game_mode,      
    output reg         game_start,     
    output reg         game_over,      
    output reg  [1:0]  winner,         
    output reg  [3:0]  countdown,      
    output reg  [3:0]  hex0_data,      
    output reg  [3:0]  hex1_data,
    output reg  [3:0]  hex2_data,
    output reg  [3:0]  hex3_data,
    output reg  [3:0]  hex4_data,
    output reg  [3:0]  hex5_data,
    output reg  [9:0]  ledr            
);
    localparam STATE_MENU     = 4'd0;
    localparam STATE_COUNTDOWN = 4'd1;
    localparam STATE_PLAY     = 4'd2;
    localparam STATE_GAMEOVER = 4'd3;
    localparam COUNTDOWN_3    = 4'd3;
    localparam COUNTDOWN_2    = 4'd2;
    localparam COUNTDOWN_1    = 4'd1;
    localparam COUNTDOWN_START = 4'd0;
    reg [31:0] countdown_timer;
    localparam COUNTDOWN_DURATION = 32'd60;  
    reg [31:0] blink_timer;
    localparam BLINK_DURATION = 32'd30;  
    reg blink_state;
    always @(posedge clk or posedge rst) begin
        if (rst) begin
            state <= STATE_MENU;
            game_mode <= 1'b0;
            game_start <= 1'b0;
            game_over <= 1'b0;
            winner <= 2'b00;
            countdown <= COUNTDOWN_3;
            countdown_timer <= 32'd0;
            blink_timer <= 32'd0;
            blink_state <= 1'b0;
        end else begin
            case (state)
                STATE_MENU: begin
                    game_mode <= sw0;
                    game_start <= 1'b0;
                    game_over <= 1'b0;
                    winner <= 2'b00;
                    countdown <= COUNTDOWN_3;
                    if (p1_any_button) begin
                        state <= STATE_COUNTDOWN;
                        countdown_timer <= COUNTDOWN_DURATION;
                    end
                end
                STATE_COUNTDOWN: begin
                    if (countdown_timer == 0) begin
                        if (countdown == COUNTDOWN_START) begin
                            state <= STATE_PLAY;
                            game_start <= 1'b1;
                        end else begin
                            countdown <= countdown - 1;
                            countdown_timer <= COUNTDOWN_DURATION;
                        end
                    end else begin
                        countdown_timer <= countdown_timer - 1;
                    end
                end
                STATE_PLAY: begin
                    game_start <= 1'b0;
                    if (health1 == 2'b00 || health2 == 2'b00 || time_counter == 8'd99) begin
                        state <= STATE_GAMEOVER;
                        game_over <= 1'b1;
                        blink_timer <= BLINK_DURATION;
                        blink_state <= 1'b0;
                        if (health1 == 2'b00 && health2 == 2'b00) begin
                            winner <= 2'b11;  
                        end else if (health1 == 2'b00) begin
                            winner <= 2'b10;  
                        end else if (health2 == 2'b00) begin
                            winner <= 2'b01;  
                        end else begin
                            winner <= 2'b11;  
                        end
                    end
                end
                STATE_GAMEOVER: begin
                    if (blink_timer == 0) begin
                        blink_state <= ~blink_state;
                        blink_timer <= BLINK_DURATION;
                    end else begin
                        blink_timer <= blink_timer - 1;
                    end
                    if (p1_any_button) begin
                        state <= STATE_MENU;
                        game_over <= 1'b0;
                        winner <= 2'b00;
                    end
                end
            endcase
        end
    end
    always @(*) begin
        case (state)
            STATE_MENU: begin
                hex0_data = game_mode ? 4'd2 : 4'd1;  
                hex1_data = 4'd10;  
                hex2_data = 4'd15;  
                hex3_data = 4'd15;  
                hex4_data = 4'd15;  
                hex5_data = 4'd15;  
            end
            STATE_COUNTDOWN: begin
                case (countdown)
                    COUNTDOWN_3: begin
                        hex0_data = 4'd3;
                        hex1_data = 4'd15;  
                        hex2_data = 4'd15;  
                        hex3_data = 4'd15;  
                        hex4_data = 4'd15;  
                        hex5_data = 4'd15;  
                    end
                    COUNTDOWN_2: begin
                        hex0_data = 4'd2;
                        hex1_data = 4'd15;  
                        hex2_data = 4'd15;  
                        hex3_data = 4'd15;  
                        hex4_data = 4'd15;  
                        hex5_data = 4'd15;  
                    end
                    COUNTDOWN_1: begin
                        hex0_data = 4'd1;
                        hex1_data = 4'd15;  
                        hex2_data = 4'd15;  
                        hex3_data = 4'd15;  
                        hex4_data = 4'd15;  
                        hex5_data = 4'd15;  
                    end
                    COUNTDOWN_START: begin
                        hex0_data = 4'd10;  
                        hex1_data = 4'd10;  
                        hex2_data = 4'd10;  
                        hex3_data = 4'd10;  
                        hex4_data = 4'd10;  
                        hex5_data = 4'd10;  
                    end
                endcase
            end
            STATE_PLAY: begin
                hex0_data = 4'd15;  
                hex1_data = 4'd15;  
                hex2_data = 4'd15;  
                hex3_data = 4'd15;  
                hex4_data = 4'd15;  
                hex5_data = 4'd15;  
            end
            STATE_GAMEOVER: begin
                case (winner)
                    2'b01: begin  
                        hex0_data = 4'd1;
                        hex1_data = 4'd10;  
                        hex2_data = 4'd11;  
                        hex3_data = 4'd11;  
                        hex4_data = time_counter[7:4];  
                        hex5_data = time_counter[3:0];  
                    end
                    2'b10: begin  
                        hex0_data = 4'd10;  
                        hex1_data = 4'd2;
                        hex2_data = 4'd11;  
                        hex3_data = 4'd11;  
                        hex4_data = time_counter[7:4];  
                        hex5_data = time_counter[3:0];  
                    end
                    2'b11: begin  
                        hex0_data = 4'd14;  
                        hex1_data = 4'd15;  
                        hex2_data = 4'd11;  
                        hex3_data = 4'd11;  
                        hex4_data = time_counter[7:4];  
                        hex5_data = time_counter[3:0];  
                    end
                    default: begin
                        hex0_data = 4'd15;  
                        hex1_data = 4'd15;  
                        hex2_data = 4'd15;  
                        hex3_data = 4'd15;  
                        hex4_data = 4'd15;  
                        hex5_data = 4'd15;  
                    end
                endcase
            end
        endcase
    end
    always @(*) begin
        case (state)
            STATE_MENU: begin
                ledr = 10'b0000000000;  
            end
            STATE_PLAY: begin
                ledr[2:0] = ~health1;  
                ledr[9:7] = ~health2;  
                ledr[6:3] = 4'b0000;   
            end
            STATE_GAMEOVER: begin
                ledr = blink_state ? 10'b1111111111 : 10'b0000000000;
            end
            default: begin
                ledr = 10'b0000000000;
            end
        endcase
    end
endmodule 
==> run.sh <==
#!/bin/bash
# OpenROAD 26Q1-2900-gdf79404cd8, Yosys 0.63+post, stock flow scripts
make -C /OpenROAD-flow-scripts/flow DESIGN_CONFIG=/design/flow/config.mk WORK_HOME=/design/flow/orfs finish
==> config.mk <==
export PLATFORM = sky130hd
export DESIGN_NAME = game_state
export DESIGN_NICKNAME = game_state
export VERILOG_FILES = /design/flow/design.v
export SDC_FILE = /design/flow/constraint.sdc
export NUM_CORES = 4
export LEC_CHECK = 1
export CORE_UTILIZATION = 50
==> constraint.sdc <==
current_design game_state

set clk_period 14.9
set clk_io_pct 0.2

create_clock -name clk0 -period $clk_period [get_ports {clk}]

set non_clock_inputs [all_inputs -no_clocks]
set_input_delay [expr $clk_period * $clk_io_pct] -clock clk0 $non_clock_inputs
set_output_delay [expr $clk_period * $clk_io_pct] -clock clk0 [all_outputs]
==> results_dict.tcl <==
# place-and-route summary
set metrics [dict create \
    syn-instance-count 546 \
    combPwrFrac 0.029 \
    p_sw_frac 0.2438 \
    antenna_found_initial 0 \
    dr.pass1.iters 4 \
    drv_slew 0 \
    grt_pass1_vias 3686 \
    setup.worst_path.class "in -> out" \
    power.clock.fraction 0.398 \
    gp_congestion 0.8378 \
    yosysWarnings 1 \
    maxCapViolCount 0 \
    synth-edff-count 0 \
    num_io_pins 65 \
    viasPerCell 5.723 \
    cellPowerDensity_mw_per_mm2 62.71 \
    r2r_cells 7 \
    unclocked_pins 16 \
    route.detailed.drc 0 \
    period_used_share 0.4725 \
    rr_endpoint "state[1]" \
    routed-via-count 4138 \
    placedCellCount 707 \
    min_from "countdown_timer[10]" \
    outcome "finished, final reports clean" \
    clkTransAtPathRegs_ns 0.08 \
    cts_made_buffers 9 \
    p_seq_frac 0.573 \
    ant_nets 0 \
    stdcell_area_mm2 0.005748 \
    cts_max_path_buffers 2 \
    tightest_slew_ns 0.7763 \
    area_growth_pct 14.51 \
    hold_end "countdown_timer[10]" \
    dp_worst_setup_slack_ns 7.853 \
    untimed_endpoints 35 \
    async_reset_ff_frac 0.8261 \
    gr-total-overflow 0 \
    critical_path.endpoint_type "output port" \
    fin_util 0.5908 \
    r2r_setup_slack_ns 11.74 \
    setup_slack_ns 7.860 \
    tns_ns 0 \
    fp.dieW_um 102.2 \
    post-route-min-period_ns 7.040 \
    synth.avg_cell_area_um2 9.194 \
    ys_area_mm2 0.005020 \
    slew_headroom 0.4802 \
    die_h_um 102.2 \
    warnings 37 \
    insertion_delay_ns 0.34 \
    irDropWorstVdd_mv 0.05634 \
    initCoreUtil 0.5159 \
    fin_skew_ns 0.008100 \
    synth.distinct_cells 65 \
    flop_cell "dfrtp_1" \
    drive_above_1_share 0.09661 \
    wl_per_cell_um 14.63 \
    ctsResizeCount 0 \
    n_antenna_cell 0 \
    grt_first_pass_wirelength_um 17770 \
    cts_hold_buf 0 \
    io_buffers 55 \
    cellLeakagePower_uw 0.002299 \
    intPower_uw 272.6 \
    ys_cells 546 \
    grt_setup_unrepaired "no" \
    final_hold_viol_count 0 \
    h-tree-depth 3 \
    hp-class "reg -> reg" \
    crit_fanout 3 \
    fmax_mhz 142.1 \
    grt_max_degree 40 \
    dieArea_mm2 0.01044 \
    synth_flops 92 \
    startpoint_type "input port" \
    cts_tree "yes" \
    hold_depth 1 \
    routed_wl_um 10580 \
    gr-usage-all-layers 0.2189 \
    required_ns 11.92 \
    drt_iter0_markers 170 \
    placed_area_mm2 0.005573 \
    rows 36 \
    final_cells 723 \
    cts-root-buf "clkbuf_8" \
    dpl.hpwl_um 7277 \
    core_mm2 0.009729 \
    r2r-start "countdown_timer[0]" \
    post_cts_buffers 0 \
    netlist_area_mm2 0.005020 \
    critical_path_arrival_ns 4.06 \
    setup_viol 0 \
    p_switching_uw 87.88 \
]
## cells by family (layout without fill, tap and decap cells)
| family | count (synthesis) | count (layout) | synth area share |
|---|---|---|---|
| adders and majority gates | 14 | 14 | 0.03490 |
| AOI/OAI and AO/OA | 155 | 155 | 0.2001 |
| and+or+nand+nor | 205 | 205 | 0.2400 |
| xor gates and xnor gates | 5 | 5 | 0.008723 |
| muxes | 9 | 9 | 0.01969 |
| latches | 16 | 16 | 0.04786 |
| other | 2 | 7 | 0.001496 |
| buffers and inverters | 64 | 103 | 0.06780 |
| DFF | 76 | 76 | 0.3794 |
## worst max-delay path by stage
stage | cells past startpoint | startpoint | end
final | 3 | health1[0] | ledr[0]
after CTS | 3 | health1[0] | ledr[0]
after global routing | 3 | health2[0] | ledr[7]
## worst max-delay path, cell delays in order
cell	delay, ns
clkdlybuf4s50_1	0.44
o21ai_0	0.16
clkdlybuf4s50_1	0.48
## cell type report
| class | count | area (um2) |
|---|---|---|
| fill | 865 | 3981 |
| multi-input combinational | 395 | 2554 |
| sequential | 92 | 2145 |
| timing repair buffer | 65 | 625.6 |
| tap | 133 | 166.4 |
| clock buffer | 9 | 123.9 |
| inverter | 22 | 82.58 |
| clock inverter | 7 | 51.30 |
## cell usage after synthesis (3+ instances only)
cell type	instances	area share
or2_2	12	0.015
a21o_1	3	0.0045
nor3_1	16	0.016
or4_1	31	0.046
nand2_1	35	0.026
ha_1	14	0.035
dfrtp_1	74	0.37
buf_6	4	0.0090
or4_4	3	0.0067
clkbuf_1	14	0.010
nor4_1	10	0.012
o31ai_1	27	0.040
buf_2	5	0.0050
nor2b_1	3	0.0037
nor2_1	25	0.019
dlxtn_1	16	0.048
o22a_1	3	0.0052
inv_1	22	0.016
a21oi_1	48	0.048
mux2_2	5	0.011
nand3b_1	5	0.0075
or3_1	28	0.035
o22ai_1	4	0.0050
and3_1	3	0.0037
nand2b_1	9	0.011
nor4b_1	3	0.0052
o21ai_0	32	0.032
nand3_1	11	0.011
a31oi_1	8	0.010
buf_4	17	0.025
o21a_1	4	0.0060
o41ai_1	5	0.0087
o211ai_1	3	0.0045
xnor2_1	4	0.0070
## metrics by stage
step	total power, uW	hold slack, ns
finish	360.5	0.4851
global route	378.0	0.5075
CTS	367.5	0.4893
detailed placement	221.5	0.4789
global placement	221.6	0.4663
floorplan	216.0	0.4257
## state kept, by name, summed over array words and instances (netlist names), 4 cells and up
signal	flops
countdown	4
hex4_data	4
countdown_timer	32
blink_timer	32
hex5_data	4
hex0_data	4
## layout by cell type, fill, tap and decap left out, drive strengths merged, types with 14 or more instances in the layout
master / n
a21oi: 49
clkdlybuf4s50: 55
dfrtp: 74
dlxtn: 16
ha: 14
inv: 24
nand2: 35
nor2: 25
nor3: 16
o21ai: 33
o31ai: 27
or3: 28
or4: 34
## power by group through the flow
stage / Sequential (uW) / Combinational, uW / Clock (uW)
after CTS: 206 / 11.1 / 150
after global routing: 206 / 12.2 / 159
final: 206 / 10.6 / 143
## per-layer routing
metal	global-route usage	up-vias	routed length (um)
met4	0.01319	0	57
met1	0.3688	1940	5350
met3	0.03060	4	504
li1	-	2101	-
met5	0	-	0
met2	0.3304	93	4668
Power figures rest on the tool's default switching activity, not on a simulated workload.
