[flow/design.v]
module vga_driver (
    input  wire       clock,       
    input  wire       reset,       
    input  wire [7:0] color_in,    
    output wire [9:0] next_x,      
    output wire [9:0] next_y,      
    output wire       hsync,       
    output wire       vsync,       
    output wire [7:0] red,         
    output wire [7:0] green,       
    output wire [7:0] blue,        
    output wire       sync,        
    output wire       clk,         
    output wire       blank        
);
    parameter [9:0] H_ACTIVE = 10'd639;
    parameter [9:0] H_FRONT  = 10'd15;
    parameter [9:0] H_PULSE  = 10'd95;
    parameter [9:0] H_BACK   = 10'd47;
    parameter [9:0] V_ACTIVE = 10'd479;
    parameter [9:0] V_FRONT  = 10'd9;
    parameter [9:0] V_PULSE  = 10'd1;
    parameter [9:0] V_BACK   = 10'd32;
    parameter LOW  = 1'b0;
    parameter HIGH = 1'b1;
    parameter [1:0] H_STATE_ACTIVE = 2'd0;
    parameter [1:0] H_STATE_FRONT  = 2'd1;
    parameter [1:0] H_STATE_PULSE  = 2'd2;
    parameter [1:0] H_STATE_BACK   = 2'd3;
    parameter [1:0] V_STATE_ACTIVE = 2'd0;
    parameter [1:0] V_STATE_FRONT  = 2'd1;
    parameter [1:0] V_STATE_PULSE  = 2'd2;
    parameter [1:0] V_STATE_BACK   = 2'd3;
    reg         hsync_reg;
    reg         vsync_reg;
    reg  [7:0]  red_reg;
    reg  [7:0]  green_reg;
    reg  [7:0]  blue_reg;
    reg         line_done;
    reg  [9:0]  h_counter;
    reg  [9:0]  v_counter;
    reg  [1:0]  h_state;
    reg  [1:0]  v_state;
    always @(posedge clock) begin
        if (reset) begin
            h_counter <= 10'd0;
            v_counter <= 10'd0;
            h_state   <= H_STATE_ACTIVE;
            v_state   <= V_STATE_ACTIVE;
            line_done <= LOW;
        end else begin
            case (h_state)
                H_STATE_ACTIVE: begin
                    if (h_counter == H_ACTIVE) begin
                        h_counter <= 10'd0;
                        h_state   <= H_STATE_FRONT;
                    end else begin
                        h_counter <= h_counter + 10'd1;
                        h_state   <= H_STATE_ACTIVE;
                    end
                    hsync_reg <= HIGH;
                    line_done <= LOW;
                end
                H_STATE_FRONT: begin
                    if (h_counter == H_FRONT) begin
                        h_counter <= 10'd0;
                        h_state   <= H_STATE_PULSE;
                    end else begin
                        h_counter <= h_counter + 10'd1;
                        h_state   <= H_STATE_FRONT;
                    end
                    hsync_reg <= HIGH;
                end
                H_STATE_PULSE: begin
                    if (h_counter == H_PULSE) begin
                        h_counter <= 10'd0;
                        h_state   <= H_STATE_BACK;
                    end else begin
                        h_counter <= h_counter + 10'd1;
                        h_state   <= H_STATE_PULSE;
                    end
                    hsync_reg <= LOW;
                end
                H_STATE_BACK: begin
                    if (h_counter == H_BACK) begin
                        h_counter <= 10'd0;
                        h_state   <= H_STATE_ACTIVE;
                    end else begin
                        h_counter <= h_counter + 10'd1;
                        h_state   <= H_STATE_BACK;
                    end
                    hsync_reg <= HIGH;
                    line_done <= (h_counter == (H_BACK - 1)) ? HIGH : LOW;
                end
                default: begin
                    h_counter <= 10'd0;
                    h_state   <= H_STATE_ACTIVE;
                    hsync_reg <= HIGH;
                    line_done <= LOW;
                end
            endcase
            case (v_state)
                V_STATE_ACTIVE: begin
                    if (line_done == HIGH) begin
                        if (v_counter == V_ACTIVE) begin
                            v_counter <= 10'd0;
                            v_state   <= V_STATE_FRONT;
                        end else begin
                            v_counter <= v_counter + 10'd1;
                            v_state   <= V_STATE_ACTIVE;
                        end
                    end
                    vsync_reg <= HIGH;
                end
                V_STATE_FRONT: begin
                    if (line_done == HIGH) begin
                        if (v_counter == V_FRONT) begin
                            v_counter <= 10'd0;
                            v_state   <= V_STATE_PULSE;
                        end else begin
                            v_counter <= v_counter + 10'd1;
                            v_state   <= V_STATE_FRONT;
                        end
                    end
                    vsync_reg <= HIGH;
                end
                V_STATE_PULSE: begin
                    if (line_done == HIGH) begin
                        if (v_counter == V_PULSE) begin
                            v_counter <= 10'd0;
                            v_state   <= V_STATE_BACK;
                        end else begin
                            v_counter <= v_counter + 10'd1;
                            v_state   <= V_STATE_PULSE;
                        end
                    end
                    vsync_reg <= LOW;
                end
                V_STATE_BACK: begin
                    if (line_done == HIGH) begin
                        if (v_counter == V_BACK) begin
                            v_counter <= 10'd0;
                            v_state   <= V_STATE_ACTIVE;
                        end else begin
                            v_counter <= v_counter + 10'd1;
                            v_state   <= V_STATE_BACK;
                        end
                    end
                    vsync_reg <= HIGH;
                end
                default: begin
                    v_counter <= 10'd0;
                    v_state   <= V_STATE_ACTIVE;
                    vsync_reg <= HIGH;
                end
            endcase
            if (h_state == H_STATE_ACTIVE && v_state == V_STATE_ACTIVE) begin
                red_reg   <= {color_in[7:5], 5'd0};
                green_reg <= {color_in[4:2], 5'd0};
                blue_reg  <= {color_in[1:0], 6'd0};
            end else begin
                red_reg   <= 8'd0;
                green_reg <= 8'd0;
                blue_reg  <= 8'd0;
            end
        end
    end
    assign hsync  = hsync_reg;
    assign vsync  = vsync_reg;
    assign red    = red_reg;
    assign green  = green_reg;
    assign blue   = blue_reg;
    assign clk    = clock;
    assign sync   = 1'b0;
    assign blank  = hsync_reg & vsync_reg;
    assign next_x = (h_state == H_STATE_ACTIVE) ? h_counter : 10'd0;
    assign next_y = (v_state == V_STATE_ACTIVE) ? v_counter : 10'd0;
endmodule
[flow/run.sh]
#!/bin/bash
# OpenROAD 26Q1-2900-gdf79404cd8, Yosys 0.63+post, stock flow scripts
make -C /OpenROAD-flow-scripts/flow DESIGN_CONFIG=/design/flow/config.mk WORK_HOME=/design/flow/orfs finish
[flow/config.mk]
export PLATFORM = sky130hd
export DESIGN_NAME = vga_driver
export DESIGN_NICKNAME = vga_driver
export VERILOG_FILES = /design/flow/design.v
export SDC_FILE = /design/flow/constraint.sdc
export NUM_CORES = 4
export LEC_CHECK = 1
export CORE_UTILIZATION = 30
[flow/constraint.sdc]
current_design vga_driver

set clk_period 2.8
set clk_io_pct 0.2

create_clock -name clk0 -period $clk_period [get_ports {clock}]

set non_clock_inputs [all_inputs -no_clocks]
set_input_delay [expr $clk_period * $clk_io_pct] -clock clk0 $non_clock_inputs
set_output_delay [expr $clk_period * $clk_io_pct] -clock clk0 [all_outputs]
==> results.py <==
# Synthesis and PnR figures
metrics = {
    "yosys": {
        "post_synth_top_flop": "dfxtp_1",
        "netlist.area_leader.share_pct": 25.6,
        "enable_flop_cells": 10,
        "postSynthCellCount": 262,
        "postSynth.asyncResetShare_pct": 0,
        "yosysWarnings": 1,
        "synth.top_cells.by_area": "dfxtp_1 (26%), edfxtp_1 (13%), buf_4 (6.3%)",
        "synth.ff_latch_count": 39,
        "synth.yosys.chip_area_um2": 2270,
        "yosys.area.top_type": "dfxtp_1",
        "post_synth_instance_area_um2": 2270,
        "post_synth.cell_area_avg_um2": 8.67,
        "yosys-top-cells-count": "dfxtp_1 (29), nor2_1 (25), buf_4 (19)",
        "number_of_distinct_standard_cells_referenced_by_the_synthesized_netlist": 53,
        "synth-cells-yosys": 262,
        "seq_area_frac_synth_pct": 38.8,
        "synth_dominant_cell_count": "dfxtp_1",
    },
    "cts": {
        "cts_setup_buffers": 0,
        "cts_resized": 0,
        "cts.hold.buffers_added": 0,
        "clk_pin_slew_worst_paths_ns": 0.07,
        "clock_insertion_delay_worst_skew_ns": 0.39,
        "tritoncts_clock_tree": "built",
    },
    "detailed_routing": {
        "postRouteAntennaNets": 0,
        "drcViolationCount": 0,
        "dr.first_iter.drc_count": 129,
        "vias": 1929,
        "vias_per_cell": 4.82,
        "num_antenna_cells": 0,
        "routed_wl_um": 4850,
        "drtPass1Iterations": 4,
        "detail_route.wl_per_cell_um": 12.1,
    },
    "place": {
        "place.port_buffers": 41,
        "placed_cell_area_um2": 2680,
        "gpl_congestion": 0.838,
        "dp_hpwl_um": 3320,
    },
    "sta": {
        "finalHoldWorstSlack_ns": 0.499,
        "max-slew-margin-rel_pct": 59.9,
        "worst-slew-pin-transition_ns": 0.598,
        "timing.clock.skew_ns": 0.00708,
        "drv_slew": 0,
        "setup_total_negative_slack_ns": 0,
        "setup_viol": 0,
        "hold_viol_final": 0,
        "grt_setup_unrepaired": "no",
    },
    "layout": {
        "finish.instance_area_um2": 2810,
        "reg_top3": "h_counter (10), v_counter (10)",
        "layout.filler_cells": 759,
        "flow.area_growth_from_synthesis_pct": 23.5,
        "layout-drive-gt1-share_pct": 7.97,
    },
    "global_routing": {
        "grt_first_pass_wirelength_um": 7630,
        "number_of_global_route_vias_before_repair": 1623,
        "globalRouteTotalUtil_pct": 12.6,
        "overflow": 0,
        "antenna_found_initial": 0,
        "maximum_number_of_pins_on_one_net_before_global_route_repair": 23,
    },
    "die": {
        "placementRows": 31,
        "floorplan.io_pins": 59,
        "dieArea_um2": 7930,
        "fp_util_pct": 31.2,
        "die_height_um": 89.0,
        "placeableCoreArea_um2": 7290,
        "floorplan.die.width_um": 89.0,
    },
    "critical_path": {
        "crit_required_ns": 2.24,
        "critical_path_peak_fanout": 2,
        "critical_path_arrival_ns": 2.01,
        "cp-end-kind": "output pin",
        "setup.worst_path.start_class": "clock port",
        "criticalPathCategory": "clk2out",
    },
    "flow_run": {
        "tool_warnings": 29,
        "maxCapViolCount": 0,
    },
    "power_and_ir_drop": {
        "power.density_nw_per_um2": 430,
        "p_leak_uw": 0.00102,
        "vdd_drop_max_uv": 288,
    },
    "status": {
        "status": "completed",
    },
    "min_path": {
        "hold_path.class": "reg2reg",
    },
}
[critical path, stage by stage]
cell and delay, ns:
clkbuf_8 0.11, clkbuf_8 0.11, clkdlybuf4s50_1 0.39
[path summary, 6_finish.rpt]
kind                              startpoint  slack, ns      endpoint  cells after the start
worst min register to register  h_counter[0]       0.50  h_counter[0]                      1
worst max-delay path                   clock       0.23           clk                      3
worst min-delay path            h_counter[0]       0.50  h_counter[0]                      1
worst max register to register  h_counter[0]       0.80  h_counter[3]                      6
[where the power goes]
part | leakage (µW) | internal, µW | switching, µW | total, µW
registers | 0.000330 | 595 | 24.0 | 620
clock network | 0.0000681 | 285 | 209 | 494
logic | 0.000620 | 59.3 | 32.5 | 91.8
[kinds of logic after synthesis]
group	Yosys count	share of synthesized area [%]
buf+inv	42	10.6
xor+xnor	9	3.47
other cells	1	0.165
fa+ha+maj	5	2.75
compound gates	40	13.2
flops	39	38.8
simple gates	126	31.1
[layer usage]
| layer | routed length, µm | part of all wire (%) | vias to the layer above | GRT usage [%] |
|---|---|---|---|---|
| met5 | 0 | 0 | - | 0 |
| met4 | 59 | 1.2 | 0 | 1.88 |
| met3 | 297 | 6.1 | 5 | 3.18 |
| met2 | 2120 | 44 | 54 | 19.2 |
| met1 | 2370 | 49 | 892 | 18.8 |
| li1 | - | - | 978 | - |
[layout make-up]
type	instances	area (µm²)	share of cell area, %
Multi-Input combinational cell	197	1210	43.2
Sequential cell	39	881	31.4
Timing Repair Buffer	42	415	14.8
Clock buffer	10	124	4.42
Tap cell	99	124	4.42
Inverter	11	41.3	1.47
Clock inverter	2	8.76	0.312
[cells in the final DEF, fill, tap and decap left out, drive strengths merged, types with 3 or more instances in the layout]
cell and count:
o41ai 4, and3 12, a21oi 12, xnor2 4, nand3 18, nand2 16, conb 17, dfxtp 29
nor4 3, inv 10, and2 18, o21ai 7, nor3b 3, or3 4, clkdlybuf4s50 41, clkinv 3
nand4 6, nor3 7, or4 4, ha 5, edfxtp 10, nor2 26, clkbuf 9, xor2 5
[per-stage QoR]
step	total power [µW]	setup slack [ns]	util, %	instances
floorplan	705	0.742	-	278
global placement	749	0.473	36.8	389
detailed placement	748	0.473	36.8	389
CTS	1220	0.217	38.5	400
global route	1270	0.168	38.5	400
finish	1210	0.229	38.5	400
Power is estimated from default activity; no workload was simulated.
